### flow/config.mk
export PLATFORM = sky130hd
export DESIGN_NAME = clock
export DESIGN_NICKNAME = clock
export VERILOG_FILES = /design/flow/design.v
export SDC_FILE = /design/flow/constraint.sdc
export NUM_CORES = 4
export LEC_CHECK = 1
export CORE_AREA = 10 10 112 112
export DIE_AREA = 0 0 122 122
### flow/constraint.sdc
current_design clock

set clk_period 2.8
set clk_io_pct 0.2

create_clock -name clk0 -period $clk_period [get_ports {clk}]

set non_clock_inputs [all_inputs -no_clocks]
set_input_delay [expr $clk_period * $clk_io_pct] -clock clk0 $non_clock_inputs
set_output_delay [expr $clk_period * $clk_io_pct] -clock clk0 [all_outputs]
### flow/design.v
module clock(
    input clk,
    output reg [3:0] h2,h1,m2,m1,s2,s1  
);
    reg temp;
    reg [3:0] e = 4'd0;
    reg [3:0] f = 4'd0;
    reg [3:0] d = 4'd0;
    reg [3:0] c = 4'd0;
    reg [3:0] a = 4'd0;
    reg [3:0] b = 4'd0;
    always @(posedge clk) begin
        s1 = {(~f[0]&f[3])|(f[0]&f[1]&f[2]), (~f[1]&f[2])|(~f[0]&f[2])|(f[0]&f[1]&~f[2]), (f[0]&~f[1]&~f[3])|(~f[0]&f[1]), (~f[0])};
        temp = f[0] & ~f[1] & ~f[2] & f[3];
        s2 = {1'd0, (~e[0]&e[2])|(e[1] & e[0]), (~e[2]&~e[1] & e[0])|(~e[0] & e[1]), (~e[0])};
        s2 = ({4{temp}} & s2) | ({4{~temp}} & e); 
        temp = temp & e[0] & ~e[1] & e[2] & ~e[3];
        m1 = {(~d[0]&d[3])|(d[0]&d[1]&d[2]) , (~d[1]&d[2])|(~d[0]&d[2])|(d[0]&d[1]&~d[2]), (d[0]&~d[1]&~d[3])|(~d[0]&d[1]), (~d[0])};
        m1 = ({4{temp}} & m1) | ({4{~temp}} & d); 
        temp = temp & d[0] & ~d[1] & ~d[2] & d[3];
        m2 = {1'd0, (~c[0]&c[2])|(c[1] & c[0]), (~c[2]&~c[1] & c[0])|(~c[0] & c[1]), (~c[0])};
        m2 = ({4{temp}} & m2) | ({4{~temp}} & c); 
        temp = temp & c[0] & ~c[1] & c[2] & ~c[3];
        h1 = {(~b[0]&b[3])|(b[0]&b[1]&b[2]), (~b[1]&b[2])|(~b[0]&b[2])|(b[0]&b[1]&~b[2]), (b[0]&~b[1]&~b[3])|(~b[0]&b[1]), (~b[0])};
        h1 = ({4{temp}} & h1) | ({4{~temp}} & b);         
        temp = temp & b[0] & ~b[1] & ~b[2] & b[3];
        h2 = {(~a[0]&a[3])|(a[0]&a[1]&a[2]) , (~a[1]&a[2])|(~a[0]&a[2])|(a[0]&a[1]&~a[2]), (a[0]&~a[1]&~a[3])|(~a[0]&a[1]), (~a[0])};
        h2 = ({4{temp}} & h2) | ({4{~temp}} & a);         
        temp = ~s1[0] & ~s1[1] & ~s1[2] & ~s1[3] &~s2[0] & ~s2[1] & ~s2[3] & ~s2[2] & ~a[0] & a[1] & ~a[2] & ~a[3] & b[0] & b[1] & ~b[2] & ~b[3] & c[0] & ~c[1] & c[2] & ~c[3] & d[0] & ~d[1] & ~d[2] & d[3];
        s1 = {4{~temp}} & s1;
        s2 = {4{~temp}} & s2;
        m1 = {4{~temp}} & m1;
        m2 = {4{~temp}} & m2;
        h1 = {4{~temp}} & h1;
        h2 = {4{~temp}} & h2;
        f = s1;
        e = s2;
        d = m1;
        c = m2;
        b = h1;
        a = h2;
    end
endmodule
module main(
    input b1, b2, b3, b4,
    output reg [5:0] power,
    output reg [3:0] disp
);
    wire clk;
    qlal4s3b_cell_macro u_qlal4s3b_cell_macro (
        .Sys_Clk0 (clk),
    );
    localparam integer Freq = 20000000;              
    localparam integer MUX_DIV = Freq/6;
    wire [3:0] h2, h1, m2, m1, s2, s1;
    reg [22:0] mux_counter = 0;
    reg [2:0] mux_index = 0;
    reg paused = 0;
    reg b1_prev = 0, b2_prev = 0, b3_prev = 0, b4_prev = 0;
    wire b2_fall = b2_prev && !b2;
    wire b3_fall = b3_prev && !b3;
    wire b4_fall = b4_prev && !b4;
    reg [15:0] pulse_remain = 0;     
    reg pulse_active = 0;
    reg aclk = 0;
    clock mainclock(
        .clk(aclk),
        .h2(h2), .h1(h1), .m2(m2), .m1(m1), .s2(s2), .s1(s1)
    );
    always @(posedge clk) begin
        b1_prev <= b1;      
        b2_prev <= b2;      
        b3_prev <= b3;      
        b4_prev <= b4;      
        if (b1_prev && ~b1)
            paused <= ~paused;
    end
    always @(posedge clk) begin
        if (mux_counter == MUX_DIV-1) begin
            mux_counter <= 0;
            mux_index <= (mux_index == 5) ? 0 : mux_index + 1;
        end else begin
            mux_counter <= mux_counter + 1;
        end
        case(mux_index)
            0: begin disp <= s1; power <= 6'b000001; end
            1: begin disp <= s2; power <= 6'b000010; end
            2: begin disp <= m1; power <= 6'b000100; end
            3: begin disp <= m2; power <= 6'b001000; end
            4: begin disp <= h1; power <= 6'b010000; end
            5: begin disp <= h2; power <= 6'b100000; end
            default: begin disp <= 4'd0; power <= 6'b000000; end
        endcase
    end
    always @(posedge clk) begin
        aclk <= 0;
        if (!paused) begin
            if (mux_counter == MUX_DIV-1 && mux_index == 5) aclk <= 1;
            pulse_active <= 0;
            pulse_remain <= 0;
        end else begin
            if (!pulse_active) begin
                if (b2_fall) begin
                    pulse_remain <= 1; pulse_active <= 1;
                end else if (b3_fall) begin
                    pulse_remain <= 60; pulse_active <= 1;
                end else if (b4_fall) begin
                    pulse_remain <= 3600; pulse_active <= 1;
                end
            end else if (pulse_remain > 0) begin
                aclk <= 1;
                pulse_remain <= pulse_remain - 1;
                if (pulse_remain == 1)
                    pulse_active <= 0;
            end
        end
    end
endmodule
### flow/run.sh
#!/bin/bash
# OpenROAD 26Q1-2900-gdf79404cd8, Yosys 0.63+post, stock flow scripts
make -C /OpenROAD-flow-scripts/flow DESIGN_CONFIG=/design/flow/config.mk WORK_HOME=/design/flow/orfs finish
==> impl_metrics.json <==
{
  "cts_hold_buf": 0,
  "wirelength_um": 2920,
  "die_x_um": 122,
  "cts_tree": "yes",
  "h-tree-depth": 2,
  "ys_types": 27,
  "finalClockPeriodUsage_pct": 101,
  "worstPathRequired_ns": 3.03,
  "nFillCells": 1063,
  "async_flop_share_pct": 0,
  "via_per_inst": 3.20,
  "cts_root_buf": "clkbuf_8",
  "ys_chip_area_um2": 1450,
  "peakVddDrop_mv": 0.174,
  "setup_viol_count_final": 2,
  "fin_area_um2": 2130,
  "warnings": 26,
  "rsz0062_at_grt": "yes",
  "hold_viol_final": 0,
  "grt_pass1_vias": 931,
  "reg2reg_setup_slack_ns": -0.03,
  "ys_seq_share_pct": 66.4,
  "n_antenna_cell": 0,
  "worstMarginPinSlew_ns": 0.441,
  "core_util_floorplan_pct": 14.1,
  "area_growth_pct": 47.1,
  "worstSkewPairLatency_ns": 0.29,
  "r2r-start": "f[2]$_DFF_P_",
  "port_buffers": 24,
  "finClkSkew_ns": 0.00689,
  "path_class": "reg -> reg",
  "avgSynthCellArea_um2": 12.2,
  "antenna_found_initial": 0,
  "wire_per_inst_um": 9.78,
  "hold_end": "s2[3]$_DFF_P_",
  "r2r_cells": 13,
  "clock_path_buffers": 2,
  "outcome": "finished, violations left",
  "num_vias": 955,
  "syn-cell-area_um2": 1450,
  "grt_pass1_wl_um": 4570,
  "hold_class": "reg -> reg",
  "dpl_cell_area_um2": 1920,
  "r2r-end": "a[1]$_DFF_P_",
  "slew-limit-headroom_pct": 70.5,
  "arrival_ns": 3.06,
  "path_clk_slew_ns": 0.09,
  "cts_sinks": 48,
  "lay_top_count": "dfxtp_1",
  "holdPathStages": 1,
  "fp.coreArea_um2": 10200,
  "min_period_ns": 2.83,
  "p_per_area_nw_per_um2": 553,
  "die_h_um": 122,
  "violations": "negative setup slack",
  "yosysCellCount": 119,
  "startpoint_type": "register",
  "p_leak_nw": 0.776,
  "postSynthCellCount": 119,
  "drv_slew": 0,
  "antenna_left": 0,
  "grt_max_degree": 17,
  "tns_ns": -0.0596,
  "cp-end-kind": "register",
  "die_area_um2": 14900,
  "first_iter_violations": 69,
  "worstHoldStart": "e[3]$_DFF_P_",
  "flop_cell": "dfxtp_1",
  "drive_above_1_share_pct": 25.9,
  "grt_usage_pct": 3.79,
  "grt-ovfl-total": 0,
  "dp_hpwl_um": 2090,
  "ys_seq_elements": 48,
  "pin_count": 25,
  "yosys_warnings": 1,
  "finalWorstSetupSlack_ns": -0.0301,
  "globalplace.congestion": 0.793,
  "crit_fanout": 2,
  "edf_count": 0,
  "numCtsBuffers": 5,
  "maxCapViolations": 0,
  "fin_util_pct": 20.8,
  "dpl_worst_slack_ns": -0.0222,
  "first_pass_iters": 4,
  "fmax_mhz": 353,
  "rows": 37,
  "final_cell_mix": "dfxtp_1 (46), clkdlybuf4s50_1 (24), nand2_1 (16)",
  "drc": 0
}
[timing repair]
action,CTS,global route
setup buffers,3,2
setup endpoints to repair,4,8
pin swaps,3,5
resized,6,7
cloned,0,0
[where the power goes]
| part | internal, W | switching (W) |
|---|---|---|
| Combinational | 0 | 0 |
| Clock | 0.000269 | 0.000226 |
| Sequential | 0.000682 | 0 |
[stage by stage]
stage	instances	hold slack, ns	total power, W
after floorplan	119	0.429	0.000698
after global placement	285	0.461	0.000698
after detailed placement	285	0.467	0.000698
after CTS	296	0.488	0.00120
after global routing	298	0.511	0.00123
final	298	0.487	0.00118
[cell usage after synthesis, types with 3 or more instances]
| cell type | n | area, µm² |
|---|---|---|
| and4bb_2 | 4 | 50.1 |
| dfxtp_1 | 48 | 961 |
| ha_1 | 4 | 50.1 |
| nand2_1 | 17 | 63.8 |
| nand3_1 | 3 | 15.0 |
| nor2_1 | 4 | 15.0 |
| nor2b_1 | 5 | 31.3 |
| nor3_1 | 3 | 15.0 |
| or3_1 | 4 | 25.0 |
| xnor2_1 | 3 | 26.3 |
| xor2_1 | 3 | 26.3 |
[state kept, by name, summed over array words and instances, names as in the netlist]
name	count
f	4
a	4
h1	4
c	4
s1	4
m2	4
h2	4
b	4
e	4
m1	4
d	4
s2	4
[critical path, stage by stage (launching register included)]
cell and delay [ns]:
dfxtp_2 0.33, and4bb_2 0.30, ha_2 0.15, and4bb_2 0.27, ha_4 0.14, nor4bb_4 0.21, ha_2 0.23, nand2_2 0.05
nor3_2 0.11, ha_2 0.19, and4bb_4 0.24, nand2_2 0.06, or3_4 0.34, a21oi_4 0.15
[kinds of logic after synthesis]
group / after synthesis / share of synthesized area [%]
DFF: 48 / 66.4
and+or+nand+nor: 48 / 20.6
adders and majority gates: 4 / 3.46
xor gates and xnor gates: 6 / 3.63
buffers and inverters: 3 / 0.778
AOI/OAI and AO/OA: 8 / 3.63
muxes: 2 / 1.47
[worst max-delay path by stage]
stage / start / to / slack [ns] / cells past startpoint
final: f[2]$_DFF_P_ / a[1]$_DFF_P_ / -0.03 / 13
after global routing: f[2]$_DFF_P_ / a[1]$_DFF_P_ / -0.17 / 13
after CTS: f[1]$_DFF_P_ / a[1]$_DFF_P_ / 0.007 / 13
[layer usage]
metal	wire (µm)	GRT usage (%)	vias up	part of all wire [%]
li1	-	-	493	-
met5	0	0	-	0
met2	1160	5.11	19	40
met1	1460	5.52	438	50
met4	43	0.671	0	1.5
met3	248	1.69	5	8.5
[area by class of cell]
cell class	instances	area, µm²	area share (%)
Sequential cell	48	963	45.3
Tap cell	136	170	8.00
Timing Repair Buffer	36	330	15.5
Clock buffer	5	68.8	3.23
Inverter	2	7.51	0.353
Multi-Input combinational cell	68	542	25.5
Clock inverter	3	46.3	2.18
Power and IR drop assume default switching activity.
